<file path="flow/run.sh">
#!/bin/bash
# OpenROAD 26Q1-2900-gdf79404cd8, Yosys 0.63+post, stock flow scripts
make -C /OpenROAD-flow-scripts/flow DESIGN_CONFIG=/design/flow/config.mk WORK_HOME=/design/flow/orfs finish
</file>
<file path="flow/constraint.sdc">
current_design axi_stream_insert_header

set clk_period 8.0
set clk_io_pct 0.2

create_clock -name clk0 -period $clk_period [get_ports {clk}]

set non_clock_inputs [all_inputs -no_clocks]
set_input_delay [expr $clk_period * $clk_io_pct] -clock clk0 $non_clock_inputs
set_output_delay [expr $clk_period * $clk_io_pct] -clock clk0 [all_outputs]
</file>
<file path="flow/design.v">
module axi_stream_insert_header #(
    parameter DATA_WD = 32,
    parameter DATA_BYTE_WD = DATA_WD / 8
) (
    input                        clk,
    input                        rst_n,
    input                        valid_in,
    input   [DATA_WD-1 : 0]      data_in,
    input   [DATA_BYTE_WD-1 : 0] keep_in,
    input                        last_in,
    output                       ready_in,
    output                       valid_out,
    output  [DATA_WD-1 : 0]      data_out,
    output  [DATA_BYTE_WD-1 : 0] keep_out,
    output                       last_out,
    input                        ready_out,
    input                        valid_insert,
    input   [DATA_WD-1 : 0]      header_insert,
    input   [DATA_BYTE_WD-1 : 0] keep_insert,
    output                       ready_insert
);
    reg [DATA_WD-1 : 0] data_reg;
    reg [DATA_WD-1 : 0] data_out_reg;
    reg [DATA_WD-1 : 0] data_out_skid_reg;
    reg [DATA_BYTE_WD-1 : 0] keep_insert_reg;
    reg [DATA_BYTE_WD-1 : 0] keep_in_reg;
    reg [DATA_BYTE_WD-1 : 0] keep_out_reg;
    reg [DATA_BYTE_WD-1 : 0] keep_out_skid_reg;
    reg last_reg;
    reg last_out_reg;
    reg last_out_skid_reg;
    reg valid_out_reg;
    reg valid_out_skid_reg;
    reg valid_insert_reg;
    reg ready_reg;
    reg ready_insert_reg;
    reg working;
    wire push;
    wire data_push;
    wire data_pop;
    wire header_push;
    wire last_push;
    wire skid_push;
    wire skid_out_en;
    wire overflow;
    assign skid_out_en = ready_in && ~ready_out;
    assign data_out = skid_out_en ? data_out_skid_reg : data_out_reg;
    assign keep_out = skid_out_en ? (last_out ? keep_out_skid_reg : 4'b1111) : (last_out ? keep_out_reg : 4'b1111);
    assign last_out = skid_out_en ? last_out_skid_reg : last_out_reg;
    assign valid_out = skid_out_en ? valid_out_skid_reg : valid_out_reg;
    assign ready_in = ready_reg;
    assign ready_insert = ~working;
    assign data_pop = valid_out && ready_out;
    assign header_push = valid_insert && ready_insert;
    assign last_push = last_in && push;
    always @(posedge clk, negedge rst_n) begin
        if (!rst_n) begin
            working <= 0;
        end
        else begin
            if (header_push && push) begin
                working <= 1;
            end
            else if (last_out_reg) begin
                working <= 0;
            end
        end
    end
    reg [DATA_WD-1 : 0] shift_left_in;
    wire [DATA_WD-1 : 0] shift_left_out;
    reg [DATA_WD-1 : 0] shift_right_in;
    wire [DATA_WD-1 : 0] shift_right_out;
    wire [DATA_BYTE_WD-1 : 0] shift_sel;
    assign shift_sel = working ? keep_insert_reg : keep_insert;
    assign shift_left_out = shift_word_left(shift_left_in, shift_sel);
    assign shift_right_out = shift_word_right(shift_right_in, shift_sel);
    reg [DATA_WD-1 : 0]data_valid;
    always @(*) begin
        data_valid = valid_word(data_in, keep_in);
    end
    always @(*) begin
        if (~working) begin
            shift_left_in = header_insert;
        end
        else begin
            shift_left_in = data_reg;
        end
    end
    always @(*) begin
        if (last_reg) begin
            shift_right_in = 0;
        end
        else begin
            shift_right_in = data_valid;
        end
    end
    always @(posedge clk, negedge rst_n) begin
        if (!rst_n) begin
            data_out_reg <= 0;
            keep_insert_reg <= 0;
        end
        else begin
            if ((header_push && push) || data_push || (last_reg && working)) begin
                data_out_reg <= shift_left_out | shift_right_out;
                keep_insert_reg <= keep_insert;
            end else if (last_out_reg) begin
                data_out_reg <= 0;
            end
        end
    end
    assign push = valid_in && ready_in;
    assign data_push = push && working;
    always @(posedge clk, negedge rst_n) begin
        if (!rst_n) begin
            data_reg <= 0;
            keep_in_reg <= 0;
            keep_out_reg <= 0;
            last_reg <= 0;
        end
        else begin
            if (last_out) begin
                last_reg <= 0;
                data_reg <= 0;
                keep_in_reg <= 0;
                keep_out_reg <= 0;
            end
            else if (push) begin
                data_reg <= data_valid;
                last_reg <= last_in;
                keep_in_reg <= keep_in;
                if (last_in) begin
                    if (overflow) begin
                        keep_out_reg <= shift_keep_overflow(keep_in, keep_insert);
                    end
                    else begin
                        keep_out_reg <= shift_keep(keep_in, keep_insert);
                    end
                end
                else begin
                    keep_out_reg <= keep_in;
                end
            end
        end
    end
    always @(posedge clk, negedge rst_n) begin
        if (!rst_n) begin
            valid_out_reg <= 0;
        end
        else begin
            if (last_out) begin
                valid_out_reg <= 0;
            end
            else if (data_push || (!working && header_push && push) || (last_reg && working)) begin
                valid_out_reg <= 1;
            end
            else if ((data_pop && ready_in)) begin
                valid_out_reg <= 0;
            end
        end
    end
    always @(posedge clk, negedge rst_n) begin
        if (!rst_n) begin
            ready_reg <= 1;
        end
        else begin
            ready_reg <= ready_out;
        end
    end
    assign overflow = (shift_sel & keep_in) != 0;
    always @(posedge clk, negedge rst_n) begin
        if (!rst_n) begin
            last_out_reg <= 0;
        end
        else begin
            if (last_out && data_pop) begin
                last_out_reg <= 0;
            end
            else if (overflow) begin
                last_out_reg <= last_reg;
            end
            else begin
                last_out_reg <= last_in;
            end
        end
    end
    assign skid_push = data_push && ~ready_out;
    always @(posedge clk, negedge rst_n) begin
        if (!rst_n) begin
            data_out_skid_reg <= 0;
            keep_out_skid_reg <= 0;
            last_out_skid_reg <= 0;
            valid_out_skid_reg <= 0;
        end
        else begin
            if (skid_push) begin
                data_out_skid_reg <= data_out_reg;
                keep_out_skid_reg <= keep_out_reg;
                last_out_skid_reg <= last_out_reg;
                valid_out_skid_reg <= valid_out_reg;
            end
        end
    end
    function [DATA_WD-1 : 0] valid_word;
        input [DATA_WD-1 : 0] d_in;
        input [DATA_BYTE_WD-1 : 0] keep;
        integer i, j;
        for(i = 0; i < DATA_BYTE_WD; i = i + 1) begin
            for (j = 0; j < 8; j = j + 1) begin
                valid_word[i*8+j] = d_in[i*8+j] & keep[i];
            end
        end
    endfunction
    function [DATA_BYTE_WD-1 : 0] shift_keep_overflow;
        input [DATA_BYTE_WD-1 : 0] keep_in;
        input [DATA_BYTE_WD-1 : 0] len;
        case (len)
        4'b1111: shift_keep_overflow = keep_in;
        4'b0111: shift_keep_overflow = keep_in << 1;
        4'b0011: shift_keep_overflow = keep_in << 2;
        4'b0001: shift_keep_overflow = keep_in << 3;
        default: shift_keep_overflow = 0;
        endcase
    endfunction
    function [DATA_BYTE_WD-1 : 0] shift_keep;
        input [DATA_BYTE_WD-1 : 0] keep_in;
        input [DATA_BYTE_WD-1 : 0] len;
        case (len)
        4'b0111: shift_keep = 4'b1111;
        4'b0011: shift_keep = ($signed(keep_in)) >>> 2;
        4'b0001: shift_keep = ($signed(keep_in)) >>> 1;
        default: shift_keep = 0;
        endcase
    endfunction
    function [DATA_WD-1 : 0] shift_word_left;
        input [DATA_WD-1 : 0] d_in;
        input [DATA_BYTE_WD-1 : 0] len;
        case (len)
        4'b1111: shift_word_left = d_in;
        4'b0111: shift_word_left = d_in << 8;
        4'b0011: shift_word_left = d_in << 16;
        4'b0001: shift_word_left = d_in << 24;
        default: shift_word_left = 0;
        endcase
    endfunction
    function [DATA_WD-1 : 0] shift_word_right;
        input [DATA_WD-1 : 0] d_in;
        input [DATA_BYTE_WD-1 : 0] len;
        case (len)
        4'b1111: shift_word_right = 0;
        4'b0111: shift_word_right = d_in >> 24;
        4'b0011: shift_word_right = d_in >> 16;
        4'b0001: shift_word_right = d_in >> 8;
        default: shift_word_right = d_in;
        endcase
    endfunction
endmodule
</file>
<file path="flow/config.mk">
export PLATFORM = sky130hd
export DESIGN_NAME = axi_stream_insert_header
export DESIGN_NICKNAME = axi_stream_insert_header
export VERILOG_FILES = /design/flow/design.v
export SDC_FILE = /design/flow/constraint.sdc
export NUM_CORES = 4
export LEC_CHECK = 1
export CORE_UTILIZATION = 40
</file>
==> impl_metrics.json <==
{
  "syn_area_sq_um": 7052,
  "hold_viol": 0,
  "avgViaCountPerCell": 6.170,
  "grt_pass1_vias": 6546,
  "syn_avg_cell_area_sq_um": 9.634,
  "ys_cells": 732,
  "grt_usage": 0.2976,
  "fin_ws_ps": 2682,
  "edf_count": 0,
  "slew_violations": 0,
  "drt-initial-drc-count": 468,
  "grt_pass1_wl_um": 38920,
  "grt_overflow": 0,
  "die-area_sq_um": 18160,
  "ys.flops": 115,
  "max_slew_margin": 0.3737,
  "endpoint_kind": "primary output",
  "rrSetupSlack_ps": 5170,
  "crit_start": "ready_out",
  "syn2layout_area_growth_pct": 27.20,
  "yosysSeqAreaShare": 0.4083,
  "rr_endpoint": "data_out_reg[31]$_DFFE_PN0P_",
  "diodes": 0,
  "numCtsBuffers": 17,
  "cts-htree-levels": 4,
  "intPower_w": 0.001835,
  "ir_drop_uv": 229.8,
  "ant_nets": 0,
  "antenna_found_initial": 0,
  "postCtsSetupRepairBufs": 0,
  "sequentialPowerShare": 0.313,
  "cts_buffer_depth": 2,
  "die_h_um": 134.8,
  "setup-violations-final": 0,
  "worstSetupPathType": "input pin to primary output",
  "cts_tree": "built",
  "yosysMostFrequentCell": "dfrtp_1",
  "drc": 0,
  "wl_um": 25030,
  "fillerInstances": 1563,
  "vias": 6509,
  "wire_per_inst_um": 23.72,
  "grt_max_degree": 64,
  "synthFlopType": "dfrtp_1",
  "worst_r2r_path_depth": 6,
  "top_cells_by_area": "dfrtp_1, mux2_1, mux2_2, nand2_1, a21oi_1",
  "top_area_cell": "dfrtp_1",
  "fp.coreArea_sq_um": 17240,
  "synth_warnings": 1,
  "ys_area_sq_um": 7052,
  "arrival_ps": 3720,
  "power_switching_w": 0.001012,
  "p_clk_frac": 0.296,
  "syn_inst": 732,
  "maxCapViolCount": 0,
  "clk_pin_slew_ps": 50,
  "drt_first_pass_iters": 5,
  "period_used_share": 0.6648,
  "fp_util": 0.4091,
  "drive_gt1_frac": 0.1217,
  "async_reset_ff_frac": 1.000,
  "place_ws_ps": 2661,
  "max_freq_mhz": 188.0,
  "outcome": "finished clean",
  "hpwl_um": 17810,
  "required_ps": 6400,
  "synth_cell_types": 61,
  "tightest_slew_ps": 933.1,
  "r2r-start": "working$_DFFE_PN0P_",
  "synthTopCellsByCount": "dfrtp_1, nand2_1, a21oi_1, nand3_1, mux2_1",
  "switching_share": 0.3554,
  "setup.worst_path.start_class": "input pin",
  "clk_latency_ps": 420,
  "rows": 48,
  "die_w_um": 134.8,
  "io_buffers": 117,
  "io_pins": 118,
  "period_minus_slack_ps": 5318,
  "hold_buffers": 0,
  "hold_path.class": "flip-flop to flip-flop",
  "power.density_nw_per_um2": 317.4,
  "clock_skew_ps": 10.18,
  "tns_ps": 0,
  "crit_fanout": 38,
  "warnings": 25,
  "top_area_frac": 0.4045,
  "combPwrFrac": 0.390,
  "gp_congestion": 0.9485,
  "cts_resized": 0,
  "rsz0062_at_grt": "no",
  "cts_root_buf": "clkbuf_16",
  "cts_sinks": 115,
  "leakage_nw": 3.780,
  "worstSetupEndpoint": "keep_out[2]"
}
==> per-stage QoR <==
stage / cells / cell area [sq um] / total power, W / utilization / hold WS, ps
floorplan: 732 / 7052 / 0.001535 / - / 460.2
global placement: 1023 / 8325 / 0.001985 / 0.4830 / 469.7
detailed placement: 1023 / 8325 / 0.001997 / 0.4830 / 476.9
CTS: 1055 / 8970 / 0.002852 / 0.5204 / 489.0
global route: 1055 / 8970 / 0.003007 / 0.5204 / 507.5
finish: 1055 / 8970 / 0.002847 / 0.5204 / 485.2
==> cell families after synthesis <==
| logic type | Yosys count | synth area share |
|---|---|---|
| compound gates | 224 | 0.2287 |
| simple gates | 209 | 0.1407 |
| flops | 115 | 0.4083 |
| mux | 112 | 0.1755 |
| buf+inv | 72 | 0.04684 |
==> critical path, stage by stage <==
cell,delay [ps]
clkdlybuf4s50_1,580
nand2b_2,150
buf_4,410
mux2_2,440
nand2_1,80
clkdlybuf4s50_1,460
==> cells in the final DEF (no fill, tap or decap), types with 15 or more instances in the layout <==
cell	n
a221o_1	16
mux2i_1	27
o22ai_1	17
a221oi_1	15
nor2_1	19
mux2_1	42
buf_4	17
dfrtp_1	113
a22o_1	16
nand2_1	97
mux2_2	39
a21oi_1	71
nand3_1	53
clkbuf_16	17
clkdlybuf4s50_1	116
==> routing by layer <==
layer,vias to the layer above,wire [um],track usage
met5,-,0,0
met4,0,765,0.08052
met3,46,1600,0.04866
met2,264,11970,0.4765
met1,3256,10690,0.4303
li1,2943,-,-
==> power by group through the flow <==
stage	clock network (W)	registers, W	logic [W]
final	0.000844	0.000891	0.00111
after global routing	0.000883	0.000918	0.00121
after CTS	0.000855	0.000892	0.00110
==> area by class of cell <==
cell class / instances / area [sq um] / area share
flip-flops and latches: 115 / 2880 / 0.3211
inverters: 5 / 18.77 / 0.002092
multi-input cells: 545 / 3856 / 0.4299
clock buffers: 23 / 467.9 / 0.05217
well taps: 225 / 281.5 / 0.03139
repair buffers: 133 / 1289 / 0.1437
clock inverters: 9 / 176.4 / 0.01967
==> worst min path at each step <==
stage	startpoint	to	cells past startpoint
global route	data_out_skid_reg[9]$_DFFE_PN0P_	data_out_skid_reg[9]$_DFFE_PN0P_	1
finish	data_out_skid_reg[21]$_DFFE_PN0P_	data_out_skid_reg[21]$_DFFE_PN0P_	1
CTS	data_out_skid_reg[21]$_DFFE_PN0P_	data_out_skid_reg[21]$_DFFE_PN0P_	1
Power figures rest on the tool's default switching activity, not on a simulated workload.
