===== design/flow/config.mk =====
export PLATFORM = sky130hd
export DESIGN_NAME = reg_ready_pip
export DESIGN_NICKNAME = reg_ready_pip
export VERILOG_FILES = /design/flow/design.v
export SDC_FILE = /design/flow/constraint.sdc
export NUM_CORES = 4
export LEC_CHECK = 1
export CORE_UTILIZATION = 30

===== design/flow/constraint.sdc =====
current_design reg_ready_pip

set clk_period 7.9
set clk_io_pct 0.2

create_clock -name clk0 -period $clk_period [get_ports {clk}]

set non_clock_inputs [all_inputs -no_clocks]
set_input_delay [expr $clk_period * $clk_io_pct] -clock clk0 $non_clock_inputs
set_output_delay [expr $clk_period * $clk_io_pct] -clock clk0 [all_outputs]

===== design/flow/design.v =====
module reg_valid_pip_unit (
    input clk,
    input rst,
    input valid_up,
    input [15:0] data_up,
    input ready_down,
    output wire valid_down,
    output wire [15:0] data_down,
    output wire ready_up
);
    reg valid_reg;
    reg [15:0] data_reg;
    wire push, pop;
    assign ready_up = !valid_reg | ready_down;
    assign valid_down = valid_reg;
    assign data_down = data_reg;
    assign push = valid_up & ready_up;
    assign pop = valid_reg & ready_down;
    always @ (posedge clk, negedge rst) begin
        if (!rst) begin
            data_reg <= 0;
            valid_reg <= 0;
        end
        else begin
            if (pop) begin
                data_reg <= 0;
                valid_reg <= 0;
            end
            if (push) begin
                data_reg <= data_up;
                valid_reg <= valid_up;
            end
        end
    end
endmodule
module reg_ready_pip_unit (
    input clk,
    input rst,
    input valid_up,
    input [15:0] data_up,
    input ready_down,
    output wire valid_down,
    output reg [15:0] data_down,
    output wire ready_up
);
    reg ready_reg;
    reg [15:0] data_reg;
    wire push, pop;
    assign ready_up = ready_reg;
    assign valid_down = valid_up | ~ready_reg;
    assign push = valid_up & ready_up;
    assign pop = valid_down & ready_down;
    always @ (posedge clk, negedge rst) begin
        if (!rst) begin
            data_reg <= 0;
            ready_reg <= 1;
        end
        else begin
            if(push) begin
                data_reg <= data_up;
                ready_reg <= ready_down;
            end
            if(pop) begin
                data_reg <= 0;
                ready_reg <= 1;
            end
        end
    end
    always @ (*) begin
        data_down = 0;
        if (push) begin
            data_down = data_reg;
        end
        if (pop) begin
            data_down = data_up;
        end
    end
endmodule
module reg_both_pip_unit (
    input clk,
    input rst,
    input valid_up,
    input [15:0] data_up,
    input ready_down,
    output wire valid_down,
    output wire [15:0] data_down,
    output wire ready_up
);
    wire [15:0] mid_data;
    wire mid_valid, mid_ready;
    reg_ready_pip_unit U0 (
        .clk(clk),
        .rst(rst),
        .valid_up(valid_up),
        .data_up(data_up),
        .ready_down(mid_ready),
        .valid_down(mid_valid),
        .data_down(mid_data),
        .ready_up(ready_up)
    );
    reg_valid_pip_unit U1 (
        .clk(clk),
        .rst(rst),
        .valid_up(mid_valid),
        .data_up(mid_data),
        .ready_down(ready_down),
        .valid_down(valid_down),
        .data_down(data_down),
        .ready_up(mid_ready)
    );
endmodule
module reg_both_pip_unit_my (
    input clk,
    input rst,
    input valid_up,
    input [15:0] data_up,
    input ready_down,
    output reg valid_down,
    output reg [15:0] data_down,
    output wire ready_up
);
    reg valid_reg, ready_reg;
    reg [15:0] data_reg;
    reg [15:0] buf_reg;
    wire push, pop;
    assign valid_down = valid_reg;
    assign ready_up = ready_reg;
    assign push = valid_up & ready_reg;
    assign pop = valid_reg & ready_down;
    assign data_down = (ready_down & ~ready_up) ? buf_reg : data_reg;
    always @ (posedge clk, negedge rst) begin
        if (!rst) begin
            valid_reg <= 0;
            ready_reg <= 1;
        end
        else begin
            if (push) valid_reg <= 1;
            ready_reg <= ready_down;
        end
    end
    always @ (posedge clk, negedge rst) begin
        if (!rst) begin
            data_reg <= 0;
            buf_reg <= 0;
        end
        else begin
            if (push) data_reg <= data_up;
            if (push & !ready_down) buf_reg <= data_reg;
        end
    end
endmodule
module reg_valid_pip #(
    parameter DEPTH = 6
) (
    input clk,
    input rst,
    input master_valid_in,
    input [15:0] master_data_in,
    input slave_ready_in,
    output wire master_valid_out,
    output wire [15:0] master_data_out,
    output wire slave_ready_out
);
    wire [DEPTH:0] valids, readys;
    wire [15:0] data [DEPTH: 0];
    assign valids[0] = master_valid_in;
    assign readys[DEPTH] = slave_ready_in;
    assign master_valid_out = valids[DEPTH];
    assign slave_ready_out = readys[0];
    assign data[0] = master_data_in;
    assign master_data_out = data[DEPTH];
    genvar i;
    generate
        for (i = 1; i < DEPTH+1; i = i + 1) begin
            reg_valid_pip_unit reg_valid_inst(
                .clk(clk),
                .rst(rst),
                .valid_up(valids[i-1]),
                .data_up(data[i-1]),
                .ready_down(readys[DEPTH+1-i]),
                .valid_down(valids[i]),
                .data_down(data[i]),
                .ready_up(readys[DEPTH-i])
            );
        end
    endgenerate
endmodule
module reg_ready_pip #(
    parameter DEPTH = 6
) (
    input clk,
    input rst,
    input master_valid_in,
    input [15:0] master_data_in,
    input slave_ready_in,
    output wire master_valid_out,
    output wire [15:0] master_data_out,
    output wire slave_ready_out
);
    wire [DEPTH:0] valids, readys;
    wire [15:0] data [DEPTH: 0];
    assign valids[0] = master_valid_in;
    assign readys[DEPTH] = slave_ready_in;
    assign master_valid_out = valids[DEPTH];
    assign slave_ready_out = readys[0];
    assign data[0] = master_data_in;
    assign master_data_out = data[DEPTH];
    genvar i;
    generate
        for (i = 1; i < DEPTH+1; i = i + 1) begin
            reg_ready_pip_unit reg_ready_inst(
                .clk(clk),
                .rst(rst),
                .valid_up(valids[i-1]),
                .data_up(data[i-1]),
                .ready_down(readys[i]),
                .valid_down(valids[i]),
                .data_down(data[i]),
                .ready_up(readys[i-1])
            );
        end
    endgenerate
endmodule
module reg_both_pip #(
    parameter DEPTH = 6
) (
    input clk,
    input rst,
    input master_valid_in,
    input [15:0] master_data_in,
    input slave_ready_in,
    output wire master_valid_out,
    output wire [15:0] master_data_out,
    output wire slave_ready_out
);
    wire [DEPTH:0] valids, readys;
    wire [15:0] data [DEPTH: 0];
    assign valids[0] = master_valid_in;
    assign readys[DEPTH] = slave_ready_in;
    assign master_valid_out = valids[DEPTH];
    assign slave_ready_out = readys[0];
    assign data[0] = master_data_in;
    assign master_data_out = data[DEPTH];
    genvar i;
    generate
        for (i = 1; i < DEPTH+1; i = i + 1) begin
            reg_both_pip_unit reg_both_inst(
                .clk(clk),
                .rst(rst),
                .valid_up(valids[i-1]),
                .data_up(data[i-1]),
                .ready_down(readys[i]),
                .valid_down(valids[i]),
                .data_down(data[i]),
                .ready_up(readys[i-1])
            );
        end
    endgenerate
endmodule

===== design/flow/run.sh =====
#!/bin/bash
# OpenROAD 26Q1-2900-gdf79404cd8, Yosys 0.63+post, stock flow scripts
make -C /OpenROAD-flow-scripts/flow DESIGN_CONFIG=/design/flow/config.mk WORK_HOME=/design/flow/orfs finish

==> impl_metrics.toml <==
# generated from flow reports
[die]
initial_utilization = 0.310
fp-row-count = 49
die_boundary_height_microns = 139
area_of_the_core_region_sq_mm = 0.0183
die.size.x_microns = 139
design.die.area_sq_mm = 0.0195
io-pin-count = 38

[yosys]
ys_sh_simple = 0.177
yosys.area.top_type = "sky130_fd_sc_hd__dfrtp_1"
netlist_instances = 680
yosys_register_bits = 102
top_logic_kind = "AND-OR/OR-AND gates"
post_synth_fa_ha_maj_area_fraction = 0
synth.yosys.chip_area_sq_mm = 0.00567
post_synth_instance_area_sq_mm = 0.00567
muxShareOfSynthArea = 0.00177
flop_cell = "sky130_fd_sc_hd__dfrtp_1"
synth_cell_type_count = 45
fraction_of_the_yosys_area_taken_by_sequential_cells = 0.452
compound_area_frac = 0.317
synth-edff-count = 0
synthesis.yosys.warnings = 2
top_area_frac = 0.424
yosysCellCount = 680
ys_sh_xor = 0
area_leaders = "sky130_fd_sc_hd__dfrtp_1 (42%), sky130_fd_sc_hd__a21oi_1 (9.5%), sky130_fd_sc_hd__nand2_1 (7.0%)"
avgSynthCellArea_sq_um = 8.34
synth-async-reset-ratio = 1.00

[worst_setup_path]
setup.worst_path.end_class = "output port"
cpPeakStageDelay_ps = 950
cpMostUsedCell = "sky130_fd_sc_hd__clkdlybuf4s50_1"
slowest_stage = "sky130_fd_sc_hd__clkdlybuf4s50_1"
cp.arrival_ps = 4970
timing.critical_path.fanout_max = 19
startpoint_type_of_the_worst_setup_path = "input pin"
worst-endpoint-required_ps = 6320
crit_path_kind = "input pin to output port"
critical_path.cell_chain = "clkdlybuf4s50_1 -> clkinv_1 -> nor2_2 -> a21oi_1 -> nor3_1 -> o21a_1 -> clkdlybuf4s50_1"

[global_routing]
grtUsageMet1 = 0.285
grt_pass1_vias = 4597
grt_overflow = 0
global_route.peak_usage_layer = "met1"
antenna_found_initial = 0
globalRouteMet2Util = 0.225
grt_first_pass_wirelength_microns = 25600
grt_use_met3 = 0.0382
grt_util_all_layers = 0.167
grt_start_max_net_pins = 68

[clocking]
number_of_buffers_created_by_cts = 9
clock.latency.late_pin_ps = 340
cts.root.buffer_cell = "sky130_fd_sc_hd__clkbuf_16"
tritoncts = "yes"
cts_post_setup_buffers_inserted = 0
clock_edge_transition_at_the_registers_on_the_reported_setup_and_hold_paths_ps = 70
post_cts_resized = 0
cts.htree.levels = 3
cts_max_path_buffers = 2
hold_buffers = 0
cts.sinks = 102

[sta]
slew_headroom = 0.429
setup-tns-final_ps = 0
slew_violations = 0
unrepaired_setup_endpoints_after_global_routing = "false"
final.min_clock_period_ps = 6550
hold_violations = 0
timing.final.setup_violations = 0
worst_clock_skew_ps = 4.91
timing.fmax_mhz = 153
final.period_utilization = 0.829
worst_tran_pin_value_ps = 856
layout_setup_ws_ps = 1350

[layout]
syn2layout_area_growth_pct = 13.9
nFillCells = 1821
number_of_flip_flops_under_the_largest_register_name = 96
share_of_final_layout_standard_cells_stronger_than_drive_strength_1 = 0.0691

[placement]
place_hpwl_microns = 10800
detailedPlace.worstSlack_ps = 1380
port_buffers = 37
place.gp.congestion = 0.853

[drt]
vias_per_cell = 5.55
detailedRoute.firstPassIterationCount = 5
antennaDiodeCount = 0
drcViolationCount = 0
routedWlPerCell_microns = 17.1
count_of_vias_placed_by_the_detailed_router = 5043
antenna_violating_nets_post_route = 0
initialDrtViolationCount = 345
wirelength_microns = 15500

[pwr]
ir_worst_vdd_v = 0.000113
power_per_cell_area_mw_per_mm2 = 226
p_leak_nw = 2.49

[outcome]
status = "complete, no violations"

[min_path]
timing.hold.worst.class = "flip-flop to flip-flop"

[flow_run]
warnings = 25
drv_cap = 0
## stage by stage
stage	util	instance area, sq um	cells	hold WS [ps]	power, W
global placement	0.336	6130	894	463	0.000985
detailed placement	0.336	6130	894	472	0.000987
floorplan	-	5670	680	449	0.000874
finish	0.353	6450	909	484	0.00146
CTS	0.353	6450	909	486	0.00147
global route	0.353	6450	909	510	0.00154
## placed cells by master, fill, tap and decap left out, types with 30 or more instances in the layout
cell                              netlist  routed
sky130_fd_sc_hd__a21oi_1              108     108
sky130_fd_sc_hd__a22oi_1               31      31
sky130_fd_sc_hd__clkdlybuf4s50_1        0      36
sky130_fd_sc_hd__dfrtp_1               96      96
sky130_fd_sc_hd__nand2_1              105     105
sky130_fd_sc_hd__nand3_1               30      30
sky130_fd_sc_hd__nor2_1                31      31
sky130_fd_sc_hd__o21ai_0               50      50
## where the power goes
part,switching (W),total (W),internal (W)
Combinational,0.000209,0.000320,0.000111
Sequential,0.0000769,0.000661,0.000584
Clock,0.000184,0.000476,0.000292
Total,0.000470,0.00146,0.000987
## area by class of cell
type | instances | area [sq um] | area share
multi-input cells | 510 | 2810 | 0.436
flip-flops and latches | 102 | 2560 | 0.397
repair buffers | 49 | 458 | 0.0709
well taps | 229 | 287 | 0.0444
clock buffers | 11 | 253 | 0.0392
clock inverters | 4 | 70.1 | 0.0109
inverters | 4 | 15.0 | 0.00233
## final timing paths
path / slack, ps / start / end / cells after the start
min in group asynchronous: 1250 / rst / genblk1[5].reg_ready_inst.data_reg[3] / 1
max in group asynchronous: 5510 / rst / genblk1[3].reg_ready_inst.data_reg[10] / 2
worst max-delay path: 1350 / slave_ready_in / master_data_out[1] / 7
worst min register to register: 480 / genblk1[4].reg_ready_inst.data_reg[13] / genblk1[4].reg_ready_inst.data_reg[13] / 2
worst min-delay path: 480 / genblk1[4].reg_ready_inst.data_reg[13] / genblk1[4].reg_ready_inst.data_reg[13] / 2
worst max register to register: 5210 / genblk1[2].reg_ready_inst.ready_reg / genblk1[6].reg_ready_inst.data_reg[8] / 5
## metal layers
| layer | routed length [microns] | up-vias |
|---|---|---|
| met2 | 6390 | 130 |
| met5 | 0 | - |
| li1 | - | 2526 |
| met1 | 8100 | 2380 |
| met3 | 925 | 7 |
| met4 | 106 | 0 |
## critical path: cells and delay by family
| kind | cells | cell delay (ps) |
|---|---|---|
| buffers and inverters | 3 | 2100 |
| AOI/OAI and AO/OA | 2 | 310 |
| and+or+nand+nor | 2 | 980 |
## Yosys cell counts (all sizes together) (16+ instances only)
master / instances
o21ai: 67
clkbuf: 33
a21oi: 109
dfrtp: 96
a32oi: 16
a22o: 16
a22oi: 31
buf: 31
nand2: 105
nand3: 30
nor2: 36
nand4: 16
## cell families (layout without fill, tap and decap cells)
| logic type | Yosys count | after routing |
|---|---|---|
| AOI/OAI and AO/OA | 290 | 290 |
| DFF | 102 | 102 |
| buffers and inverters | 68 | 68 |
| and+or+nand+nor | 219 | 219 |
| muxes | 1 | 1 |
Power is estimated from default activity; no workload was simulated.
